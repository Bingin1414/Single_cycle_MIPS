==> design.v <==
`timescale 1ns / 1ps
module Instruction_Memory(
input rstn,
input [31:0]addr_in,
output [31:0]instruction_out
    );
    reg [31:0]Rom[0:31]; 
    assign instruction_out=Rom[addr_in[6:2]]; 
	always@(negedge rstn)begin
	if(!rstn)
    Rom[5'h00]<=32'h20010008; 
    Rom[5'h01]<=32'h3402000C; 
    Rom[5'h02]<=32'h00221820; 
    Rom[5'h03]<=32'h00412022; 
    Rom[5'h04]<=32'h00222824; 
    Rom[5'h05]<=32'h00223025; 
    Rom[5'h06]<={{6'd4},{5'd5},{5'd1},{16'd2}}; 
    Rom[5'h07]<=32'hXXXXXXXX;
    Rom[5'h08]<=32'hXXXXXXXX;
    Rom[5'h09]<=32'h14220002; 
    Rom[5'h0A]<=32'h0800000D; 
    Rom[5'h0B]<=32'hXXXXXXXX;
    Rom[5'h0C]<=32'hXXXXXXXX;
    Rom[5'h0D]<=32'hAD02000A; 
    Rom[5'h0E]<=32'h8D04000A; 
    Rom[5'h0F]<=32'h10440003; 
    Rom[5'h10]<=32'hXXXXXXXX;
    Rom[5'h11]<=32'hXXXXXXXX;
    Rom[5'h12]<=32'hXXXXXXXX;
    Rom[5'h13]<=32'h30470009; 
    Rom[5'h14]<=32'hXXXXXXXX;
    Rom[5'h15]<=32'hXXXXXXXX;
    Rom[5'h16]<=32'hXXXXXXXX;
    Rom[5'h17]<=32'hXXXXXXXX;
    Rom[5'h18]<=32'hXXXXXXXX;
    Rom[5'h19]<=32'hXXXXXXXX;
    Rom[5'h1A]<=32'hXXXXXXXX;
    Rom[5'h1B]<=32'hXXXXXXXX;
    Rom[5'h1C]<=32'hXXXXXXXX;
    Rom[5'h1D]<=32'hXXXXXXXX;
    Rom[5'h1E]<=32'hXXXXXXXX;
    Rom[5'h1F]<=32'hXXXXXXXX;
end
endmodule
module Register_Memory(
 input clk,rstn,
 input RegWrite,
input [4:0] read_registers1,read_registers2,write_registers,
 input [31:0] write_data,
 output [31:0] read_data1,read_data2
  );
  integer i;
 reg [31:0] register[31:0] ;
 assign read_data1 = register[read_registers1];
 assign read_data2 = register[read_registers2];
 always @(posedge clk or negedge rstn) begin
    	if(!rstn)
    		for(i = 0;i < 32;i = i + 1)	register[i] <= 0;
		else if(RegWrite) 
			register[write_registers] <= write_data; 
 end
endmodule
module Data_Memory(
 input clk,rstn,
 input MemWrite,MemRead,
input [31:0] addr,
 input [31:0] write_data,
 output  [31:0] read_data
  );
    integer i;
     reg [31:0] ram[31:0] ;
     assign read_data = ram[addr];
   always @(posedge clk or negedge rstn) begin
    	if(!rstn)
    		for(i = 0;i < 32;i = i + 1)	ram[i] <= 0;
		else if(MemWrite) 
			ram[addr] <= write_data;
 end
endmodule
==> run.sh <==
#!/bin/bash
# OpenROAD 26Q1-2900-gdf79404cd8, Yosys 0.63+post, stock flow scripts
make -C /OpenROAD-flow-scripts/flow DESIGN_CONFIG=/design/flow/config.mk WORK_HOME=/design/flow/orfs finish
==> config.mk <==
export PLATFORM = sky130hd
export DESIGN_NAME = Register_Memory
export DESIGN_NICKNAME = Register_Memory
export VERILOG_FILES = /design/flow/design.v
export SDC_FILE = /design/flow/constraint.sdc
export NUM_CORES = 4
export LEC_CHECK = 1
export CORE_UTILIZATION = 50
==> constraint.sdc <==
current_design Register_Memory

set clk_period 7.5
set clk_io_pct 0.2

create_clock -name clk0 -period $clk_period [get_ports {clk}]

set non_clock_inputs [all_inputs -no_clocks]
set_input_delay [expr $clk_period * $clk_io_pct] -clock clk0 $non_clock_inputs
set_output_delay [expr $clk_period * $clk_io_pct] -clock clk0 [all_outputs]
==> run summary <==
yosys + openroad results -> final instance area=0.0601 sq mm, Flop pwr share=0.477, met2 GRT Util=0.707, time the worst path needs with I/O delays and setup=6.98 ns, number of cell rows=117, run status=finished clean, chip footprint=0.105 sq mm, origin of the worst min-delay path=register[4][23]$_DFFE_PN0P_, number of setup buffers added after CTS=0, CTS Root Buffer Type=sky130_fd_sc_hd__clkbuf_16, router iterations before antenna repair=10, worst path required time=6.00 ns, final count of pins violating max slew=0, critical path fanouts, max=23, number of setup violations in the final report=0, area after detailed placement=0.0560 sq mm, total global routing track utilization=0.570, cell depth of the worst min-delay path=1, count of vias placed by the detailed router=46600, global routing met3 resource utilization=0.398, floorplan-stage core utilization=0.508, highest-utilization routing layer at the global route stage=met1, DRC violations left=0, wire length of the first global-routing pass=388000 microns, final setup margin=0.518 ns, post-placement setup slack=0.797 ns, global placement routability congestion=1.12, internal power consumption=11400 uW, Worst R2R Setup Slack=6.62 ns, Largest Register=register, via count of the first global-routing pass=45400, setup repair after global routing missed its margin=no, cells on worst reg2reg path=1, number of H-tree levels=3, fraction of met1 tracks used by global routing=0.714, worst IR drop on VDD=246 uV, count of input and output buffers=113, proportion of synthesized chip area in sequential cells=0.493, starting DRC count in detailed routing=6312, share of the core filled with cells=0.587, pin slew with the least headroom to its limit=1.41 ns, Relative slew margins=0.0550, reg-to-reg startpoint=register[20][4]$_DFFE_PN0P_, static leakage power=0.0261 uW, maximum number of pins on one net before global-route repair=118, CP arrival=5.48 ns, hold violation count in the final report=0, Comb pwr share=0.151, count of tool warnings=38, net switching fraction of the power=0.291, chip width=324 microns, endpoint of the worst-slack reg-to-reg timing path=register[20][4]$_DFFE_PN0P_, clock group share of total power=0.372, dominant logic cell types in the final layout=1052 x sky130_fd_sc_hd__mux2_2, 1024 x sky130_fd_sc_hd__dfrtp_1, 692 x sky130_fd_sc_hd__a22oi_1, switching power=4710 uW, clock-pin slew reported for the worst setup and hold paths after clock tree synthesis=0.06 ns, most common cell after layout, fill and taps aside=sky130_fd_sc_hd__mux2_2, Critical Path End Type=output pin, maxcap violations=0, async set or reset register ratio after synthesis=1.00, type of the worst setup path=primary input to output pin, number of cells in the yosys synthesis report=4394, number of buffers between clock root and the deepest sink=3, Post-synth EDFFs=0, TritonCTS clock tree=yes, layout-stage area growth over the synthesis result=15.6%, CTS Hold Buffers Added=0, average instance area after synthesis=11.8 sq um, fraction of layout instances using a drive strength above 1=0.365, clock latency of the later-clocked register in the worst-skew pair=0.72 ns, Registers, synthesis=1024, I/O Pins=114, achievable clock frequency=143 MHz, number of antenna violations at the first check in global routing=26, number of buffers created by CTS=112, Largest register FFs=1024, share of the clock period used by the worst path=0.931, count of mapped cells out of synthesis=4394, Total Wirelength=288000 microns, summed standard-cell area reported by yosys=0.0519 sq mm, yosys warning tally=2, total core area=0.102 sq mm, total grt overflow=0, WL/cell=47.9 microns, count of distinct cell types in the synthesized netlist=70, registers with the most flip-flops=register: 1024 flops, post-synthesis cell area=0.0519 sq mm, vertical die dimension=324 microns, main flop type=sky130_fd_sc_hd__dfrtp_1, Worst setup SP type=primary input, Clock Skews=0 ns, HPWL reported at the end of detailed placement=181000 microns, total of cells resized after clock tree synthesis=0, hold endpoint=register[4][23]$_DFFE_PN0P_, HP Class=flop to flop, number of nets with antenna violations after routing=0, clock tree sinks=1024, mean number of vias per cell=7.77, Power per Cell Area=269 mW/mm^2, final total negative setup slack=0 ns
==> cells by family after synthesis <==
group / synth area share
multiplexers: 0.242
buffers and inverters: 0.0381
AND/OR/NAND/NOR: 0.0719
AND-OR/OR-AND: 0.155
flip-flops: 0.493
==> power by group through the flow <==
stage     sequential [uW]  combinational (uW)  clock (uW)
4_1_cts              7650                2360        6020
6_report             7710                2430        6010
5_1_grt              7790                2550        6210
==> cell type report <==
| class | instances | area [sq um] |
|---|---|---|
| Clock inverter | 47 | 642 |
| Timing Repair Buffer | 430 | 3780 |
| Tap cell | 1368 | 1710 |
| Multi-Input combinational cell | 2939 | 24900 |
| Inverter | 3 | 11.3 |
| Fill cell | 8231 | 42300 |
| Clock buffer | 161 | 3330 |
| Sequential cell | 1024 | 25600 |
| Antenna cell | 32 | 80.1 |
==> worst max-delay path, stage by stage <==
cell and delay, ns:
sky130_fd_sc_hd__buf_2 0.61, sky130_fd_sc_hd__nand2_1 0.73, sky130_fd_sc_hd__nor2_4 1.09, sky130_fd_sc_hd__buf_4 0.37, sky130_fd_sc_hd__a22o_1 0.17, sky130_fd_sc_hd__a211oi_1 0.05, sky130_fd_sc_hd__and4b_1 0.19, sky130_fd_sc_hd__a21oi_1 0.23
sky130_fd_sc_hd__clkdlybuf4s50_1 0.51
==> per-stage QoR <==
step           hold WS, ns  instances  power (uW)
2_1_floorplan        0.493       4394        8750
3_3_place_gp         0.510       5764       10000
3_5_place_dp         0.513       5764       10100
4_1_cts              0.531       5972       16000
5_1_grt              0.542       5975       16600
6_report             0.533       6004       16200
==> per-layer routing <==
layer  wire length, microns  up-vias
met5                    712        -
met4                  27000       46
met3                  53000     1612
met2                 109000     4442
met1                  97700    23300
li1                       -    17200
==> cells in the mapped netlist, types with 19 or more instances <==
library cell               instances  share of area
sky130_fd_sc_hd__mux2_2         1052           0.23
sky130_fd_sc_hd__dfrtp_1        1024           0.49
sky130_fd_sc_hd__a22oi_1         692           0.10
sky130_fd_sc_hd__nand2_1         211          0.015
sky130_fd_sc_hd__nor2_1          174          0.013
sky130_fd_sc_hd__buf_2           173          0.017
sky130_fd_sc_hd__clkbuf_1        173          0.013
sky130_fd_sc_hd__nand4_1          93          0.011
sky130_fd_sc_hd__a21oi_1          79         0.0076
sky130_fd_sc_hd__mux2i_1          61          0.012
sky130_fd_sc_hd__nor3_1           58         0.0056
sky130_fd_sc_hd__a22o_1           54         0.0091
sky130_fd_sc_hd__buf_1            47         0.0034
sky130_fd_sc_hd__nand3_1          44         0.0042
sky130_fd_sc_hd__a221oi_1         40         0.0067
sky130_fd_sc_hd__buf_4            32         0.0046
sky130_fd_sc_hd__o21ai_0          30         0.0029
sky130_fd_sc_hd__a31oi_1          27         0.0033
sky130_fd_sc_hd__nor4_1           27         0.0033
sky130_fd_sc_hd__a222oi_1         24         0.0046
sky130_fd_sc_hd__a32oi_1          23         0.0039
sky130_fd_sc_hd__nor2b_1          19         0.0023
==> how the worst max path moves through the flow <==
stage	from	to	slack [ns]	depth (start not counted)
CTS	read_registers2[0]	read_data2[15]	0.77	11
global route	read_registers1[4]	read_data1[31]	0.60	9
finish	read_registers1[4]	read_data1[31]	0.52	9
Power is estimated from default activity; no workload was simulated.
